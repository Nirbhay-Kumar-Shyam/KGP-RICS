==> flow/design.v <==
`timescale 1ns / 1ps
module register(
input [4:0] reg1in,
input [4:0] reg2in,
input [1:0] wrReg,
input [31:0] wrData,
output [31:0] reg1out,
output [31:0] reg2out,
input clk,
input rst,
output [31:0] retReg
    );
	reg [31:0] registers[31:0];
	always @(posedge clk) begin
	if(rst) begin
				registers[0] <= 0;
            registers[1] <= 0;
            registers[2] <= 0;
            registers[3] <= 0;
            registers[4] <= 0;
            registers[5] <= 0;
            registers[6] <= 0;
            registers[7] <= 0;
            registers[8] <= 0;
            registers[9] <= 0;
            registers[10] <= 0;
            registers[11] <= 0;
            registers[12] <= 0;
            registers[13] <= 0;
            registers[14] <= 0;
            registers[15] <= 0;
            registers[16] <= 0;
            registers[17] <= 0;
            registers[18] <= 0;
            registers[19] <= 0;
            registers[20] <= 0;
            registers[21] <= 0;
            registers[22] <= 0;
            registers[23] <= 0;
            registers[24] <= 0;
            registers[25] <= 0;
            registers[26] <= 0;
            registers[27] <= 0;
            registers[28] <= 0;
            registers[29] <= 0;
            registers[30] <= 0;
            registers[31] <= 0;
	end else begin
		case(wrReg)
			2'b01:
				registers[reg1in] <= wrData;
			2'b10:
				registers[reg2in] <= wrData;
			2'b11:
				registers[5'b11111] <= wrData;
			default:
			begin
			end
		endcase
	end
end
assign reg1out = registers[reg1in];
assign reg2out = registers[reg2in];
assign retReg = registers[5'b00001];
endmodule
==> flow/run.sh <==
#!/bin/bash
# OpenROAD 26Q1-2900-gdf79404cd8, Yosys 0.63+post, stock flow scripts
make -C /OpenROAD-flow-scripts/flow DESIGN_CONFIG=/design/flow/config.mk WORK_HOME=/design/flow/orfs finish
==> flow/config.mk <==
export PLATFORM = sky130hd
export DESIGN_NAME = register
export DESIGN_NICKNAME = register
export VERILOG_FILES = /design/flow/design.v
export SDC_FILE = /design/flow/constraint.sdc
export NUM_CORES = 4
export LEC_CHECK = 1
export CORE_UTILIZATION = 40
==> flow/constraint.sdc <==
current_design register

set clk_period 14.9
set clk_io_pct 0.2

create_clock -name clk0 -period $clk_period [get_ports {clk}]

set non_clock_inputs [all_inputs -no_clocks]
set_input_delay [expr $clk_period * $clk_io_pct] -clock clk0 $non_clock_inputs
set_output_delay [expr $clk_period * $clk_io_pct] -clock clk0 [all_outputs]
==> README.md <==
| Parameter | This run |
|:---|:---|
| Status | complete, no violations |
| Critical path origin | reg2in[0] |
| Vias in the first global route | 39500 |
| Area contributors post-synth | edfxtp_1 (55%), mux2i_1 (18%), and2_1 (11%) |
| Last weighted congestion value of the routability-driven placer | 0.913 |
| Endpoint type of the worst setup path | output pin |
| Yosys warning total | 1 |
| Critical Path Stages | 10 |
| Yosys cell count | 4657 |
| Switching power total | 0.00181 W |
| Cell resize tally after clock tree synthesis | 0 |
| Share of flip-flops with an asynchronous set or reset | 0% |
| Share of total power in combinational logic | 12.5% |
| Slowest cell delay on critical path | 690 ps |
| Sinks on Clock Net | 1024 |
| Global-route wire length before repair | 283000 µm |
| Data arrival time of the critical path | 7110 ps |
| Post-synth tally of flip-flops with integrated enable | 1024 |
| Fraction of the mapped netlist area in simple logic gates | 16.1% |
| Area share of and-or/or-and cells after synthesis | 7.06% |
| Post-route DRC | 0 |
| Final Total Pwr | 0.00700 W |
| Area fraction in mux cells | 18.5% |
| Post-synthesis cell type count | 32 |
| Int Pwr | 0.00518 W |
| Final clock period utilization by the worst path | 67.7% |
| Antenna violations before repair | 12 |
| HPWL after detailed placement | 115000 µm |
| Adder-cell share of the synthesized area | 0% |
| Critical Path Start Type | primary input |
| Die x size | 376 µm |
| Share of the synthesized area in the top cell type | 54.9% |
| Hold buffer count at CTS | 0 |
| Inserted Clock Buffers | 114 |
| Xor/xnor cell area share of the yosys netlist | 0% |
| Number of maximum-capacitance violations | 0 |
| Most frequently used flop master after synthesis | edfxtp_1 |
| Total Die Area | 142000 µm² |
| P_leak | 24.2 nW |
| Most flops, register | registers |
| Most numerous cell types in the synthesized netlist | mux2i_1 (1025), edfxtp_1 (1024), and2_1 (994) |
| Slew HR | 30.4% |
| Core ar. | 138000 µm² |
| Required time of the worst setup path | 11920 ps |
| Sequential cell fraction of total power | 48.8% |
| Top comb family, area | multiplexers |
| Pwr Density | 111 nW/µm² |
| Via count normalized by instance count | 5.89 |
| Total length of routed wires | 201000 µm |
| Top cell by count, worst path | buf_4 |
| GR Util All Layers | 30.2% |
| WHS Path Cells | 3 |
| Post-Place Cell Area | 59400 µm² |
| Height of the chip | 376 µm |
| Core Rows | 136 |
| Hold Vio Cnt, Final | 0 |
| Detailed route wirelength on metal3 | 31900 µm |
| Met1 WL | 74900 µm |
| Largest register FFs | 1024 |
| Mean post-synth cell area | 12.0 µm² |
| Total Neg Setup Slack | 0 ps |
| Startpoint of the worst hold path | wrData[13] |
| Final Max Tran Viols | 0 |
| Buffering stage count on the worst path with inverters included | 5 |
| Fin cells | 6575 |
| Final antenna-violating net count | 0 |
| Slowest cell on crit path | buf_4 |
| Final core utilization | 45.5% |
| Setup repair after global routing missed its margin | no |
| Worst setup path class | in -> out |
| Synthesized registers | 1024 |
| Final Instance Area | 62900 µm² |
| Clock root buffer | clkbuf_16 |
| Top cell type by instance count after synthesis | mux2i_1 |
| Effective utilization at floorplan | 40.5% |
| Clock Pin Slew Worst Setup and Hold Paths | 50 ps |
| Library cell occupying the most area in the post-synthesis netlist | edfxtp_1 |
| Highest attainable clock frequency | 99.1 MHz |
| Number of buffers on the longest clock path | 3 |
| Largest registers | registers (1024) |
| Detailed route wirelength on metal2 | 86100 µm |
| Fraction of power consumed by the clock network | 38.7% |
| Cell chain of the critical path | clkdlybuf4s50_1 -> nor2b_4 -> buf_4 -> buf_4 -> buf_4 -> a22o_1 -> nor3_1 -> a31oi_1 -> nand3_1 -> clkdlybuf4s50_1 |
| Number of I/O pins | 142 |
| Classification of the worst-slack hold path | in -> reg |
| Count of mapped cells out of synthesis | 4657 |
| Sw Share | 25.9% |
| Filler Cells Inserted | 12300 |
| TritonCTS clock tree | built |
| Crit-path leading delay family | buffers and inverters |
| # Post-CTS Setup Buffers | 0 |
| Per-cell routed wire length | 30.6 µm |
| Area growth syn-to-layout | 12.2% |
| Highest routed layer | met5 |
| Overall via count from detail_route | 38700 |
| Area of the synthesized netlist per yosys stat | 56000 µm² |
| Overall overflow remaining after global route | 0 |
| Total of endpoints with negative setup slack in the final report | 0 |
| Worst Max-Slew Pin Slew | 1040 ps |
| Warning total across the stage logs | 26 |
| Number of design-rule violations left by the first detailed-router iteration | 2929 |
| Share of post-route cells with drive strength above 1 | 8.86% |
| Critical path fanouts, max | 43 |
| Number of placed cells counting well taps | 6367 |
| Number of buffers inserted by port buffering | 141 |
| Worst vdd rail ir drop | 0.0899 mV |
| Htree depth | 3 |
| Synthesized cell area | 56000 µm² |
| Sequential element share of the synthesized area | 54.9% |
| Initial DRT Pass Iterations | 5 |
| Fin crit period | 10090 ps |
| Pin count of the biggest net entering global routing | 85 |
## placed cells by master (no fill, tap or decap), drive strengths merged, types with 2 or more instances in the layout
cell           Yosys  layout
nor3              74      74
nand2b             4       4
nor2              23      23
a21oi            195     195
nand3            198     198
diode              0       3
edfxtp          1024    1024
nand3b             2       2
clkdlybuf4s50      0     139
a22o             128     128
a31oi             64      64
clkinvlp           0       2
bufinv             0       7
mux2               4       4
nand2            204     204
nor2b             36      36
or2               33      33
and2             994     994
mux2i           1028    1028
a22oi            192     192
clkinv             0      59
or3b               2       2
clkbuf           279     136
buf              170     157
## power groups by stage
stage	logic [W]	registers, W	clock network [W]
global route	0.000921	0.00344	0.00284
CTS	0.000865	0.00342	0.00274
finish	0.000874	0.00342	0.00271
## area by class of cell
type	instances	area [µm²]	share of cell area [%]
sequential	1024	30700	48.9
antenna	3	7.51	0.0119
timing repair buffer	296	2640	4.19
multi-input combinational	3184	23600	37.6
clock inverter	69	523	0.832
tap	1863	2330	3.71
clock buffer	136	2980	4.74
## final timing paths
path	to	slack, ps
max	reg2out[31]	4810
min	registers[2][13]$_SDFFCE_PN0P_	3200
## per-layer routing
metal,up-vias,GRT usage [%]
li1,17000,-
met1,18800,39.6
met2,2402,41.8
met3,450,19.9
met4,14,9.23
met5,-,1.23
## through the flow
step / setup WS [ps] / hold slack (ps)
2_1_floorplan: 7460 / 3180
3_3_place_gp: 4930 / 3790
3_5_place_dp: 4880 / 3780
4_1_cts: 4880 / 3150
5_1_grt: 4800 / 3180
6_report: 4810 / 3200
## logic make-up (layout without fill, tap and decap cells)
logic type / count (synthesis) / after routing
AND/OR/NAND/NOR: 1571 / 1571
multiplexers: 1032 / 1032
flip-flops: 1024 / 1024
AND-OR/OR-AND: 581 / 581
buffers and inverters: 449 / 501
other: 0 / 3
Power and IR drop assume default switching activity.
