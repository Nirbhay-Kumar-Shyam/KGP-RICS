<file path="flow/config.mk">
export PLATFORM = sky130hd
export DESIGN_NAME = alu
export DESIGN_NICKNAME = alu
export VERILOG_FILES = /design/flow/design.v
export SDC_FILE = /design/flow/constraint.sdc
export NUM_CORES = 4
export LEC_CHECK = 1
export CORE_UTILIZATION = 40
</file>
<file path="flow/constraint.sdc">
current_design alu

set clk_period 4.5
set clk_io_pct 0.2

create_clock -name clk0 -period $clk_period

set non_clock_inputs [all_inputs -no_clocks]
set_input_delay [expr $clk_period * $clk_io_pct] -clock clk0 $non_clock_inputs
set_output_delay [expr $clk_period * $clk_io_pct] -clock clk0 [all_outputs]
</file>
<file path="flow/design.v">
`timescale 1ns / 1ps
module CLA_16bit_adder(
	input [15:0] in1,
	input	[15:0] in2,
	input c_in,
	output [15:0] sum,
	output c_out,
	output p,
	output g
    );
	wire [3:0] carry, P, G;
	CLA_4bit_adder CLA1(.in1(in1[3:0]), .in2(in2[3:0]), .c_in(c_in), .sum(sum[3:0]), .p(P[0]), .g(G[0]));
	CLA_4bit_adder CLA2(.in1(in1[7:4]), .in2(in2[7:4]), .c_in(carry[0]), .sum(sum[7:4]), .p(P[1]), .g(G[1]));
	CLA_4bit_adder CLA3(.in1(in1[11:8]), .in2(in2[11:8]), .c_in(carry[1]), .sum(sum[11:8]), .p(P[2]), .g(G[2]));
	CLA_4bit_adder CLA4(.in1(in1[15:12]), .in2(in2[15:12]), .c_in(carry[2]), .sum(sum[15:12]), .p(P[3]), .g(G[3]));
	look_ahead_adder_unit lcu(.c_in(c_in), .p(P), .g(G), .carry(carry), .p_out(p), .g_out(g));
	assign c_out = carry[3];
endmodule
`timescale 1ns / 1ps
module CLA_4bit_adder(
input [3:0] in1,
input [3:0] in2,
input c_in,
output [3:0] sum,
output [3:0] p,
output [3:0] g
    );
	wire [3:0] P, G, carry;
	assign G = in1 & in2;
	assign P = in1 ^ in2;
	assign carry[0] = c_in;
	assign carry[1] = G[0] | (P[0] & carry[0]);
	assign carry[2] = G[1] | (P[1] & G[0]) | (P[1] & P[0] & carry[0]);
	assign carry[3] = G[2] | (P[2] & G[1]) | (P[2] & P[1] & G[0]) | (P[2] & P[1] & P[0] & carry[0]);
	assign sum = P ^ carry;
	assign p = P[3] & P[2] & P[1] & P[0];
	assign g = G[3] | (P[3] & G[2]) | (P[3] & P[2] & G[1]) | (P[3] & P[2] & P[1] & G[0]);
endmodule
`timescale 1ns / 1ps
module alu (
    input [4:0] alu_control_signal,
    input [31:0] in1,
    input [31:0] in2,
    input [31:0] shamt,
    output reg [31:0] ALU_out,
    output reg [4:0] flags
);
wire buff;
wire cout;
wire add_out;
wire p;
wire g;
cla_32bit adder(.in1(in1),.in2(in2),.c_in(0),.sum(add_out),.c_out(cout),.p(p),.g(g));
reg flags0,flags1,flags2,flags3,flags4;
integer i;
always @(*) begin
if(in1<0)flags[0]=1'b1;
else flags[0]=1'b0;
if(in1==0) flags[1]=1'b1;
else flags[1]=1'b0;
if(in1!=0) flags[2]=1'b1;
else flags[2]=1'b0;
if(cout==0) flags[3]=1'b1;
else flags[3]=1'b0;
if(cout!=0) flags[4]=1'b1;
else flags[4]=1'b0;
case(alu_control_signal)
5'b00000: ALU_out=add_out;      
5'b00001: ALU_out=~in2+32'b1;   
5'b00010: ALU_out=in1&&in2;     
5'b00011: ALU_out=in1^in2;      
5'b00100: ALU_out=in1<<shamt;   
5'b00101: ALU_out=in1>>shamt;   
5'b00110: ALU_out=in1<<in2;     
5'b00111: ALU_out=in1>>in2;     
5'b01000: ALU_out=in1>>>shamt;     
5'b01001: ALU_out=in1>>>in2;     
5'b01010: ALU_out=in1;
5'b01011: begin					 
ALU_out=in1;
flags[0]=flags0;
end
5'b01100: begin					 
ALU_out=in1;
flags[2]=flags2;
end
5'b01101: begin					 
ALU_out=in1;
flags[1]=flags1;
end
5'b01110: begin					 
ALU_out=in1;
flags[3]=flags3;
end
5'b01111: begin					 
ALU_out=in1;
flags[4]=flags4;
end
5'b10000:begin						 
for(i=0;i<32;i=i+1)
	begin
		if(in1[i]!=in2[i]) 
			begin 
				ALU_out=i;
				i=32;
			end
	end
end
endcase
end
endmodule
`timescale 1ns / 1ps
module cla_32bit(
	input [31:0] in1,
	input	[31:0] in2,
	input c_in,
	output [31:0] sum,
	output c_out,
	output p,
	output g
    );
	 wire [1:0] P, G, carry;
	CLA_16bit_adder add1(.in1(in1[15:0]), .in2(in2[15:0]), .c_in(c_in), .sum(sum[15:0]), .p(P[0]), .g(G[0]));
	CLA_16bit_adder add2(.in1(in1[31:16]), .in2(in2[31:16]), .c_in(carry[0]), .sum(sum[31:16]), .p(P[1]), .g(G[1]));
	look_ahead_32bit_adder_unit lcu32(.c_in(c_in), .p(P), .g(G), .carry(carry), .p_out(p), .g_out(g));
	assign c_out = carry[1];
endmodule
`timescale 1ns / 1ps
module look_ahead_32bit_adder_unit(
	input [1:0] p,
	input [1:0] g,
	input c_in,
	output [1:0] carry,
	output p_out,
	output g_out
    );
	assign carry[0] = g[0] | (p[0] & c_in);
	assign carry[1] = g[1] | (p[1] & g[0]) | (p[1] & p[0] & c_in);
	assign p_out = p[0] & p[1];
	assign g_out = g[1] | (p[1] & g[0]);
endmodule
`timescale 1ns / 1ps
module look_ahead_adder_unit(
	input [3:0] p,
	input [3:0] g,
	input c_in,
	output [3:0] carry,
	output p_out,
	output g_out
    );
	assign carry[0] = g[0] | (p[0] & c_in);
	assign carry[1] = g[1] | (p[1] & g[0]) | (p[1] & p[0] & c_in);
	assign carry[2] = g[2] | (p[2] & g[1]) | (p[2] & p[1] & g[0]) | (p[2] & p[1] & p[0] & c_in);
	assign carry[3] = g[3] | (p[3] & g[2]) | (p[3] & p[2] & g[1]) | (p[3] & p[2] & p[1] & p[0] & c_in);
	assign p_out = p[0] & p[1] & p[2] & p[3];
	assign g_out = g[3] | (p[3] & g[2]) | (p[3] & p[2] & g[1]) | (p[3] & p[2] & p[1] & g[0]);
endmodule
</file>
<file path="flow/run.sh">
#!/bin/bash
# OpenROAD 26Q1-2900-gdf79404cd8, Yosys 0.63+post, stock flow scripts
make -C /OpenROAD-flow-scripts/flow DESIGN_CONFIG=/design/flow/config.mk WORK_HOME=/design/flow/orfs finish
</file>
==> impl_metrics.csv <==
group,metric,value,unit
synth,flop_cell,"dlxtn_1",
die,fp_util,40.8,%
placed_design,finalWeightedCongestion,1.09,
worst_setup_path,path_class,"in2out",
layout,largest_reg_flops,32,
global_routing,grt_pass1_wl,90.1,mm
final_timing,slew_headroom,27.5,%
synth,ys_warn_count,16,
routing,drt_iter0_drc,1776,
final_timing,untimed_endpoints,64,
die,die_h,160,µm
global_routing,grtUsageTotal,50.1,%
power_and_ir_drop,vdd_drop_max,105,µV
power_and_ir_drop,combPwrFrac,98.1,%
final_timing,finalCritPeriodShare,97.7,%
synth,avgSynthCellArea,7.16,µm²
layout,areaGrowthSynthToFinish,20.5,%
final_timing,slew_viol_final,0,
routing,final_antenna_net_count,0,
final_timing,worst_slack,0.102,ns
synth,ys_chip_area,9950,µm²
worst_setup_path,end_kind,"primary output",
final_timing,rsz0062_at_grt,"false",
layout,finalNonFillerCells,1819,
outcome,status,"completed",
placed_design,post-place-cells,1810,
worst_setup_path,cp-start-kind,"input port",
final_timing,clock.fmax,227,MHz
power_and_ir_drop,intPower,0.528,mW
worst_setup_path,cp_max_fo,2,
global_routing,antenna_found_initial,9,
layout,drive_gt1_share,15.0,%
power_and_ir_drop,pwr-share-clk,0,%
global_routing,grt_start_max_net_pins,45,
final_timing,hold_violations,0,
placed_design,preCtsSetupSlack,-0.155,ns
layout,logic_area,8890,µm²
synth,synthArstFlopShare,0,%
layout,filler_cell_count,2445,
die,die_w,160,µm
routing,via_per_inst,7.57,
die,core_area,24400,µm²
die,ioPinCount,138,
synth,synthCells,1391,
routing,drt_first_pass_iters,7,
global_routing,grt_pass1_vias,12900,
routing,drt-total-wl,62.8,mm
synth,yosys_cells,1391,
routing,vias,13800,
placed_design,post-dp-hpwl,45.9,mm
power_and_ir_drop,power_density,112,nW/µm²
placed_design,port_buffers,137,
worst_setup_path,arrival,3.50,ns
final_timing,fin_crit,4.40,ns
power_and_ir_drop,power_switching,0.817,mW
synth,netlist_area,9950,µm²
power_and_ir_drop,sequentialPowerShare,1.9,%
global_routing,overflow,0,
run,warning_count,32,
worst_hold_path,hold_path_class,"in2out",
routing,wl_per_cell,34.5,µm
power_and_ir_drop,power_leakage,4.33,nW
final_timing,worst_pin_slew,1.09,ns
routing,drc_errors,0,
synth,synth_cell_types,80,
layout,seqCellArea,480,µm²
die,num_rows,57,
synth,edf_count,0,
worst_setup_path,required,3.60,ns
layout,final_cell_mix,"nand2_1, clkdlybuf4s50_1, buf_4",
run,cap_violations,0,
final_timing,unclocked_pins,32,
die,chip_area,25500,µm²
layout,layout.cells.most_common,"nand2_1",
power_and_ir_drop,switching_share,60.8,%
final_timing,setup_viol,0,
synth,ys_seq_elements,32,
[what timing repair did]
action | CTS | global route
buffers inserted | 1 | 1
pin swaps | 3 | 3
hold buffers | 0 | 0
gates resized | 3 | 5
hold endpoints to repair | 0 | 0
endpoints found under the setup margin | 2 | 1
[per-layer routing]
metal / vias to the layer above / global-route usage [%] / part of all wire [%]
met3: 316 / 23.4 / 16
met2: 1219 / 68.9 / 40
li1: 5765 / - / -
met4: 2 / 31.8 / 8.3
met5: - / 1.14 / 0.019
met1: 6463 / 63.3 / 36
[power by group through the flow]
stage	Combinational (mW)	Sequential [mW]	Clock, mW
after CTS	1.26	0.0253	0
after global routing	1.37	0.0261	0.000000149
final	1.32	0.0252	0.000000163
[metrics by stage]
stage / hold WS, ns / instance area, µm² / power (mW) / setup TNS, ns / utilization [%]
finish: 2.92 / 12000 / 1.35 / 0 / 49.2
floorplan: 1.97 / 9950 / 0.744 / 0 / -
global route: 2.98 / 12000 / 1.40 / 0 / 49.1
global placement: 3.00 / 11900 / 1.28 / -0.226 / 49.0
CTS: 3.00 / 12000 / 1.28 / 0 / 49.0
detailed placement: 3.01 / 11900 / 1.28 / -0.199 / 49.0
[cell usage after synthesis (all sizes together), types with 27 or more instances]
| cell | number | area share (%) |
|---|---|---|
| a211oi | 39 | 2.9 |
| a21oi | 76 | 3.8 |
| and3 | 28 | 1.8 |
| buf | 34 | 1.7 |
| clkbuf | 108 | 4.1 |
| dlxtn | 32 | 4.8 |
| ha | 33 | 4.1 |
| mux2i | 56 | 5.6 |
| mux4 | 69 | 16 |
| nand2 | 175 | 6.6 |
| nand3 | 95 | 4.8 |
| nand4 | 27 | 1.7 |
| nor2 | 80 | 3.0 |
| nor3 | 41 | 2.1 |
| nor4 | 34 | 2.1 |
| o211ai | 28 | 2.1 |
| o21ai | 77 | 3.9 |
[path summary, 6_finish.rpt]
path              depth (start not counted)  slack (ns)    start        to
setup / recovery                         10        0.10  in1[18]  flags[3]
hold / removal                            7        2.92  in2[16]  flags[4]
[worst max-delay path, stage by stage]
cell             delay (ns)
clkdlybuf4s50_1        0.43
ha_1                   0.32
a21oi_1                0.13
o21bai_1               0.07
a21o_1                 0.18
a21o_1                 0.20
a221o_1                0.32
a221oi_2               0.31
o41a_1                 0.19
clkdlybuf4s50_1        0.45
[logic make-up after synthesis]
group	after synthesis	synth area share, %
buffers and inverters	156	6.29
other	1	0.0377
muxes	139	22.8
adders and majority gates	33	4.15
latches	32	4.83
and+or+nand+nor	556	27.7
AOI/OAI and AO/OA	446	31.7
xor gates and xnor gates	28	2.46
[area by class of cell]
cell class | count | share of cell area [%]
Inverter | 14 | 0.438
Sequential cell | 32 | 4.01
Antenna cell | 7 | 0.146
Timing Repair Buffer | 239 | 17.9
Tap cell | 324 | 3.38
Multi-Input combinational cell | 1203 | 74.2
Power and IR drop assume default switching activity.
