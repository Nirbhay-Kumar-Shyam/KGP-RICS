<file path="config.mk">
export PLATFORM = sky130hd
export DESIGN_NAME = program_counter
export DESIGN_NICKNAME = program_counter
export VERILOG_FILES = /design/flow/design.v
export SDC_FILE = /design/flow/constraint.sdc
export NUM_CORES = 4
export LEC_CHECK = 1
export CORE_AREA = 10 10 102 102
export DIE_AREA = 0 0 112 112
</file>
<file path="constraint.sdc">
current_design program_counter

set clk_period 1.0
set clk_io_pct 0.2

create_clock -name clk0 -period $clk_period [get_ports {clk}]

set non_clock_inputs [all_inputs -no_clocks]
set_input_delay [expr $clk_period * $clk_io_pct] -clock clk0 $non_clock_inputs
set_output_delay [expr $clk_period * $clk_io_pct] -clock clk0 [all_outputs]
</file>
<file path="design.v">
`timescale 1ns / 1ps
module program_counter(
    input [31:0] pc_in,
    input clk,
    input rst,
    output reg [31:0] pc_out
    );
    always @(posedge clk) begin
        if(rst) 
			  begin
					pc_out <= 0;
			  end 
		  else 
			  begin
					pc_out <= pc_in;
			  end
    end
endmodule
</file>
<file path="run.sh">
#!/bin/bash
# OpenROAD 26Q1-2900-gdf79404cd8, Yosys 0.63+post, stock flow scripts
make -C /OpenROAD-flow-scripts/flow DESIGN_CONFIG=/design/flow/config.mk WORK_HOME=/design/flow/orfs finish
</file>
==> metrics.csv <==
metric;value;unit
status;completed;
antenna-violating nets left;0;
Max VDD drop;0.000394;V
CTS Buffer Depth;2;
GRT met2 Usage;0.0688;
Reg with most FFs;pc_out;
Post-DP HPWL;2.14;mm
most used logic cell in the final layout;clkdlybuf4s50_1;
CTS Root Cell;clkbuf_8;
most instantiated logic cells after routing;clkdlybuf4s50_1, nor2b_1, clkdlybuf4s15_1;
DP Cell Count;235;
CTS tree;built;
CTS Sinks;32;
final worst path period need;0.960;ns
top cells by area;dfxtp_1, nor2b_1, buf_4;
Yosys Warn Count;1;
vias in the first global route;715;
GR peak layer;met2;
Max Freq;1.04;GHz
internal power;2.04;mW
pre-CTS setup slack;-0.107;ns
largest stage delay on the critical path;0.31;ns
Max-cap violations;0;
final core utilization;0.205;
DR vias;680;
Port Buffers;65;
GP Congestion;0.673;
Distinct cells, synth;3;
floorplan core density;0.105;
Slowest-stage cell, CP;dfxtp_1;
crit-path leading delay family;flip-flops;
drt pass-1 iters;2;
GRT Total Usage;0.0397;
sequential area share after synthesis;0.742;
post-route design area;0.00168;mm²
crit path buf inv count;1;
final hold vios;0;
crit path DRT;0.80;ns
crit path cell chain;clkdlybuf4s15_1;
max reg flops;32;
Sw Ratio;0.204;
die footprint;0.0125;mm²
boundary pin count;66;
area grow syn2layout;95.1;%
met3 Resource Use GR;0.0185;
share of cells above drive strength 1;0.204;
worst slew pin tran;0.147;ns
post-CTS setup buffers;0;
Worst setup EP type;output pin;
period utilization;0.960;
Slew headroom;0.902;
clock power share;0.360;
met1 usage;0.0428;
CTS buffer count;5;
Largest regs;pc_out (32);
Detailed Route WL;2.66;mm
tool warnings;25;
synthesis-stage register bit count;32;
Psw;0.523;mW
DR WL/cell;11.0;µm
vias per cell;2.81;
Setup WS post-layout;0.0396;ns
CTS H-Tree Depth;2;
Syn Inst Count;67;
YS chip area;863;µm²
# Cells Yosys;67;
die width;112;µm
cts hold-fix bufs;0;
worst-path fanout max;1;
diode count;0;
Area leader share;0.742;
CP Class;reg2out;
Comb pwr share;0.106;
initial antenna violation count;0;
final setup fails;0;
Pwr Total;2.56;mW
dominant cell type by area after synthesis;dfxtp_1;
row count;33;
Startpoint Class;flop;
fin cells;242;
CP arrival;0.76;ns
clock-pin slew on the worst setup and hold paths;0.07;ns
core area;0.00822;mm²
area of placed instances;0.00164;mm²
first-pass GRT wire length;4.08;mm
Slew Limit Fails;0;
Post-Synthesis Cell Area;863;µm²
Die Ht;112;µm
total global routing overflow;0;
PwrDens;1520;mW/mm²
hold crit path type;in2reg;
initial drt markers;4;
DRC;0;
cell leakage power;0.664;nW
sequential share of power;0.533;
Avg Inst Size Synth;12.9;µm²
largest net degree at the start of global routing;33;
==> synth_stat cells, drive strengths merged <==
master,n
nor2b,32
buf,3
dfxtp,32
==> per-stage QoR <==
stage	setup TNS, ns	hold WS, ns
after floorplan	0	0.272
after global placement	-2.95	0.759
after global routing	-0.00121	0.452
after detailed placement	-3.09	0.760
after CTS	0	0.452
final	0	0.461
==> cell families (layout without fill, tap and decap cells) <==
kind of cell  after synthesis  after routing  share of synthesized area
flops                      32             32                      0.742
simple gates               32             32                      0.232
buf+inv                     3             73                     0.0261
==> final cells by class <==
| cell class | count | area [µm²] |
|---|---|---|
| clock buffers | 6 | 72.6 |
| clock inverters | 1 | 5.00 |
| fillers | 876 | 6530 |
| multi-input cells | 32 | 200 |
| flip-flops and latches | 32 | 654 |
| well taps | 105 | 131 |
| repair buffers | 66 | 621 |
==> per-layer routing <==
layer  vias to the layer above  part of all wire  wire (µm)
met4                         0             0.022         58
met2                        35              0.50       1330
met5                         -                 0          0
met1                       304              0.38       1000
met3                         5             0.099        264
li1                        336                 -          -
==> what timing repair did <==
item | in CTS | in global routing
endpoints found under the setup margin | 32 | 12
resized | 70 | 16
pin swaps | 0 | 0
==> power groups by stage <==
stage | clock network (mW) | registers [mW] | logic (mW)
after CTS | 0.998 | 1.36 | 0.290
after global routing | 1.03 | 1.37 | 0.297
final | 0.922 | 1.36 | 0.271
==> path summary, 6_finish.rpt <==
kind | to | startpoint | depth (start not counted)
max | pc_out[9] | pc_out[9]$_SDFF_PP0_ | 1
min | pc_out[6]$_SDFF_PP0_ | pc_in[6] | 2
Power and IR drop assume default switching activity.
